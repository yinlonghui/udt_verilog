==> flow/design.v <==
module	decode
#(
	parameter	C_S_AXI_DATA_WIDTH	=	64	
)(
	input	core_clk ,								 
	input	core_rst_n ,							 
	input	[C_S_AXI_DATA_WIDTH-1:0]	in_tdata,	 
	input	[C_S_AXI_DATA_WIDTH/8-1:0]	in_tkeep,	 
	input	in_tvalid , 							 
	output	reg	in_tready	,						 
	input	in_tlast	,							 
	output	reg	[C_S_AXI_DATA_WIDTH-1:0]	out_tdata ,	 
	output	reg	out_tlast ,								 
	output	reg	out_tvalid	,							 
	output	reg	[C_S_AXI_DATA_WIDTH/8-1:0]	out_tkeep ,	 
	input	out_tready,									 
	output	reg	Data_en	,								 
	output	reg	ACK_en	,								 
	output	reg	ACK2_en	,								 
	output	reg	Keep_live_en ,							 
	output	reg	NAK_en	,								 
	output	reg	Handshake_en , 							 
	output	reg	CLOSE_en	 ,							 
	output	reg	error		 	
);
integer	State	,	Next_State	;
localparam		S_IDLE	=	1	,
				S_TPYE	=	2	,
				S_TYPE_WAIT	=	3	,
				S_RD_DATA	=	4	,
				S_RD_DATA_WAIT	=	5	,
				S_DATA_OUT	=	6	,
				S_DATA_OUT_WAIT	=	7	,
				S_LAST			=	8	,
				S_ERR			=	9	;
parameter	S_PACK	=	3'b000	;
parameter	S_ACK	=	3'b001	;
parameter	S_ACK2	=	3'b010	;
parameter	S_KEEP_ALIVE	=	3'b011	;
parameter	S_NAK	=	3'b100	;
parameter	S_HANDSHAKE	=	3'b101	;
parameter	S_CLOSE		=	3'b110	;
parameter	S_ERROR		=	3'b111	;
reg	[2:0]	type_reg	;
always@(posedge	core_clk	or	negedge	core_rst_n	)
begin
	if(!core_rst_n)
		State	<=	S_IDLE	;
	else
		State	<=	Next_State	;
end
always@(*)
begin
	case(State)
	S_IDLE:
	begin
		if(in_tvalid)
			Next_State	=	S_TPYE	;
		else
			Next_State	=	S_IDLE	;
	end		
	S_TPYE:
	begin
		Next_State	=	S_TYPE_WAIT	;
	end
	S_TYPE_WAIT:
	begin
		if(S_ERROR == type_reg)
			Next_State	=	S_ERR	;
		else
			Next_State	=	S_RD_DATA	;
	end
	S_RD_DATA:
	begin
		if(in_tlast && out_tready)
			Next_State	=	S_LAST	;
		else	if(in_tvalid)
			Next_State	=	S_DATA_OUT	;
		else
			Next_State	=	S_RD_DATA_WAIT	;
	end
	S_RD_DATA_WAIT:
	begin
		if(in_tlast && out_tready)
			Next_State	=	S_LAST	;
		else	if(in_tvalid)
			Next_State	=	S_DATA_OUT	;
		else
			Next_State	=	S_RD_DATA_WAIT	;
	end
	S_DATA_OUT:
	begin
		if(out_tready)
			Next_State	=	S_RD_DATA	;
		else
			Next_State	=	S_DATA_OUT_WAIT	;
	end
	S_DATA_OUT_WAIT:
	begin
		if(out_tready)
			Next_State	=	S_RD_DATA	;
		else
			Next_State	=	S_DATA_OUT_WAIT	;
	end
	S_LAST:
	begin
		if(out_tready)
			Next_State	=	S_IDLE	;
		else
			Next_State	=	S_LAST	;
	end
	S_ERR:
	begin
		Next_State	=	S_ERR	;
	end
	default:
		Next_State	=	'bx	;
	endcase
end
always@(posedge	core_clk	or	negedge	core_rst_n)
begin
	if(!core_rst_n)
	begin
		in_tready	<=	0;
		out_tdata	<=	64'b0 ;
		out_tlast	<=	0;
		out_tvalid	<=	0;
		out_tkeep	<=	0;
		Data_en		<=	0;
		ACK_en		<=	0;
		ACK2_en		<=	0;
		Keep_live_en	<=	0;
		NAK_en			<=	0;
		Handshake_en	<=	0;
		CLOSE_en		<=	0;		
		error			<=	0;
		type_reg		<=	0;
	end
	else
	begin
		case(Next_State)
			S_IDLE:
			begin
				in_tready	<=	0;
				out_tdata	<=	64'b0 ;
				out_tlast	<=	0;
				out_tvalid	<=	0;
				out_tkeep	<=	0;
				Data_en		<=	0;
				ACK_en		<=	0;
				ACK2_en		<=	0;
				Keep_live_en	<=	0;
				NAK_en			<=	0;
				Handshake_en	<=	0;
				CLOSE_en		<=	0;	
				type_reg		<=	0;
			end
			S_TPYE:
			begin
				in_tready	<=	1	;
				if(in_tdata[63] == 1 )	begin
					case(in_tdata[62:48])
						15'h0:	type_reg	<=	S_HANDSHAKE		;
						15'h1:	type_reg	<=	S_KEEP_ALIVE ;
						15'h2:	type_reg	<=	S_ACK	;
						15'h3:	type_reg	<=	S_NAK	;
						15'h5:	type_reg	<=	S_CLOSE	;
						15'h6:	type_reg	<=	S_ACK2	;
					default:
						type_reg	<=	S_ERROR ;
					endcase
				end
				else
					type_reg	<=	S_PACK	;
			end
			S_TYPE_WAIT:
			begin
				in_tready	<=	0	;
			end
			S_RD_DATA:
			begin
				in_tready	<=	1;
				out_tdata	<=	in_tdata	;
				out_tkeep	<=	in_tkeep	;
				out_tlast	<=	0			;
				Data_en		<=	0;
				ACK_en		<=	0;
				ACK2_en		<=	0;
				Keep_live_en	<=	0;
				NAK_en			<=	0;
				Handshake_en	<=	0;
			end
			S_RD_DATA_WAIT:
			begin
				out_tdata	<=	in_tdata	;
				out_tkeep	<=	in_tkeep	;
			end
			S_DATA_OUT:
			begin
				in_tready	<=	0	;
				out_tvalid	<=	1	;
				case(type_reg)
					S_PACK:		Data_en	<= 1 ;
					S_HANDSHAKE:	Handshake_en	<=	1;
					S_KEEP_ALIVE:	Keep_live_en	<=	1	;
					S_ACK:			ACK_en	<=	1	;
					S_NAK:			NAK_en	<=	1   ;
					S_CLOSE:		CLOSE_en	<=	1	;
					S_ACK2:			ACK2_en		<=	1	;
				endcase
			end
			S_DATA_OUT_WAIT:
			begin
			end
			S_LAST:
			begin
				out_tlast	<=	1	;
				out_tvalid	<=	1	;
				in_tready	<=	0	;
				case(type_reg)
					S_PACK:		Data_en	<= 1 ;
					S_HANDSHAKE:	Handshake_en	<=	1;
					S_KEEP_ALIVE:	Keep_live_en	<=	1	;
					S_ACK:			ACK_en	<=	1	;
					S_NAK:			NAK_en	<=	1   ;
					S_CLOSE:		CLOSE_en	<=	1	;
					S_ACK2:			ACK2_en		<=	1	;
				endcase
			end
			S_ERR:
			begin
				error	<=	1;
			end
		endcase
	end
end
endmodule
==> flow/run.sh <==
#!/bin/bash
# OpenROAD 26Q1-2900-gdf79404cd8, Yosys 0.63+post, stock flow scripts
make -C /OpenROAD-flow-scripts/flow DESIGN_CONFIG=/design/flow/config.mk WORK_HOME=/design/flow/orfs finish
==> flow/config.mk <==
export PLATFORM = sky130hd
export DESIGN_NAME = decode
export DESIGN_NICKNAME = decode
export VERILOG_FILES = /design/flow/design.v
export SDC_FILE = /design/flow/constraint.sdc
export NUM_CORES = 4
export LEC_CHECK = 1
export CORE_UTILIZATION = 50
==> flow/constraint.sdc <==
current_design decode

set clk_period 16.9
set clk_io_pct 0.2

create_clock -name clk0 -period $clk_period [get_ports {core_clk}]

set non_clock_inputs [all_inputs -no_clocks]
set_input_delay [expr $clk_period * $clk_io_pct] -clock clk0 $non_clock_inputs
set_output_delay [expr $clk_period * $clk_io_pct] -clock clk0 [all_outputs]
==> results.sh <==
# yosys + openroad results
export IMPL_clockRootBuffer="sky130_fd_sc_hd__clkbuf_8"
export IMPL_fin_worst_skew_ns=0.0108
export IMPL_post_cts_hold_buffer_count=0
export IMPL_die_size_x_um=89.4
export IMPL_critical_path_most_common_cell="sky130_fd_sc_hd__buf_4"
export IMPL_number_of_warnings_in_the_stage_logs=26
export IMPL_synth_edff_count=0
export IMPL_critPathLaunchType="input port"
export IMPL_synth_cells=271
export IMPL_path_buffers=3
export IMPL_area_growth_synth_to_final_pct=49.4
export IMPL_io_pins=160
export IMPL_instance_area_at_placement_sq_mm=0.00548
export IMPL_slew_viol_final=0
export IMPL_rows=31
export IMPL_max_freq_mhz=163
export IMPL_hpwl_mm=6.05
export IMPL_insertion_delay_to_the_later_sink_of_the_worst_skew_pair_ns=0.36
export IMPL_cp_max_fo=73
export IMPL_place_congestion=0.927
export IMPL_drtPass1Iterations=4
export IMPL_vdd_ir_drop_worst_uv=81.9
export IMPL_insertedDiodeCount=0
export IMPL_post_route_worst_setup_slack_ns=10.76
export IMPL_grt_setup_unrepaired="no"
export IMPL_setup_viols_final=0
export IMPL_synthesis_yosys_warnings=1
export IMPL_timing_slew_headroom=0.343
export IMPL_synth_flops=100
export IMPL_finalNonFillerCells=535
export IMPL_status="completed"
export IMPL_cts_made_buffers=9
export IMPL_fraction_of_registers_with_async_set_reset=1.00
export IMPL_path_cells="clkdlybuf4s50_1 -> a2bb2oi_2 -> a2111oi_2 -> nor4_4 -> buf_4 -> nor2_4 -> buf_4 -> a22o_1"
export IMPL_totalWireLength_mm=8.99
export IMPL_fp_util=0.521
export IMPL_pin_count_of_the_biggest_net_entering_global_routing=74
export IMPL_cts_repair_timing_setup_buffer_count=0
export IMPL_detail_route_iter0_violations=170
export IMPL_layout_cell_area_non_filler_sq_mm=0.00571
export IMPL_dp_cells=519
export IMPL_chip_footprint_sq_mm=0.00799
export IMPL_critical_path_class="input port to flip-flop"
export IMPL_synth_seq_share=0.656
export IMPL_share_of_final_layout_standard_cells_stronger_than_drive_strength_1=0.0734
export IMPL_p_total_uw=971
export IMPL_h_tree_depth=3
export IMPL_routed_via_density=5.53
export IMPL_path_delay_family="buffers and inverters"
export IMPL_vias=2956
export IMPL_cp_slowest_cell="sky130_fd_sc_hd__a2111oi_2"
export IMPL_hold_class="flip-flop to flip-flop"
export IMPL_maxCapViolCount=0
export IMPL_sum_of_negative_setup_slack_ns=0
export IMPL_area_combinational_sq_mm=0.00121
export IMPL_synthesis_area_sq_mm=0.00382
export IMPL_longest_clk_path_bufs=2
export IMPL_detail_route_wl_per_cell_um=16.8
export IMPL_number_of_unique_standard_cell_types_used_by_synthesis=41
export IMPL_synth_main_ff_cell="sky130_fd_sc_hd__dfrtp_1"
export IMPL_cts_tree="done"
export IMPL_grt_first_pass_wirelength_mm=13.6
export IMPL_route_detailed_drc=0
export IMPL_post_place_ws_ns=10.45
export IMPL_synth_top_cells_by_area="sky130_fd_sc_hd__dfrtp_1 64%, sky130_fd_sc_hd__a22o_1 19%, sky130_fd_sc_hd__buf_4 1.4%, sky130_fd_sc_hd__dfstp_2 1.4%, sky130_fd_sc_hd__nor4_1 0.98%"
export IMPL_grt_antenna_before_repair=0
export IMPL_clkSinkCount=100
export IMPL_die_height_um=89.4
export IMPL_timing_critical_path_slowest_cell_delay_ns=0.75
export IMPL_power_per_cell_area_mw_per_mm2=170
export IMPL_finalCriticalPeriod_ns=6.14
export IMPL_synth_area_leader_cell="sky130_fd_sc_hd__dfrtp_1"
export IMPL_yosys_area_top_type_share=0.642
export IMPL_max_flop_register="out_tdata"
export IMPL_global_route_overflow_total=0
export IMPL_avgSynthCellArea_sq_um=14.1
export IMPL_area_sequential_sq_mm=0.00250
export IMPL_largestRegisters="out_tdata: 64 flops, State: 9 flops"
export IMPL_worst_endpoint_arrival_ns=6.43
export IMPL_cts_repair_resized=0
export IMPL_p_leak_nw=2.54
export IMPL_largest_reg_flops=64
export IMPL_drtAntennaViolNets=0
export IMPL_required_time_at_the_endpoint_of_the_critical_path_ns=17.19
export IMPL_synth_yosys_chip_area_sq_mm=0.00382
export IMPL_synth_stat_cells=271
export IMPL_track_usage=0.234
export IMPL_end_kind="flip-flop"
export IMPL_tightest_slew_ns=0.976
export IMPL_hold_viol=0
export IMPL_grt_pass1_vias=2704
export IMPL_clock_transition_time_at_the_flip_flop_clock_pins_of_the_worst_setup_and_hold_paths_ns=0.09
export IMPL_buffer_ports_inserted=159
export IMPL_floorplan_core_area_sq_mm=0.00733
export IMPL_layout_fillers=422
export IMPL_period_used=0.363
[final cells by class]
cell class	instances	area share
flip-flops and latches	100	0.439
repair buffers	163	0.284
multi-input cells	151	0.213
clock buffers	10	0.0224
well taps	99	0.0217
clock inverters	6	0.0164
inverters	6	0.00395
[synth_stat cells, drive strengths merged (2+ instances only)]
library cell / count
a2111oi: 2
inv: 6
nand2b: 2
nor3: 4
and2: 3
nor2: 8
clkbuf: 7
dfstp: 2
o21bai: 2
o21ai: 4
o2bb2ai: 3
a22o: 83
nand3: 3
a21oi: 4
nor2b: 2
and3: 2
a32o: 2
nand2: 6
dfrtp: 98
buf: 7
nor4: 7
[stage by stage]
| step | utilization | hold slack (ns) |
|---|---|---|
| after floorplan | - | 0.354 |
| after global placement | 0.748 | 0.359 |
| after detailed placement | 0.748 | 0.366 |
| after CTS | 0.778 | 0.388 |
| after global routing | 0.778 | 0.402 |
| final | 0.778 | 0.384 |
[kinds of logic (layout without fill, tap and decap cells)]
| family | after synthesis | count (layout) | synth area share |
|---|---|---|---|
| compound gates | 111 | 111 | 0.255 |
| simple gates | 40 | 40 | 0.0622 |
| buf+inv | 20 | 185 | 0.0265 |
| flops | 100 | 100 | 0.656 |
[final timing paths]
check                              startpoint                   endpoint  slack (ns)  depth (start not counted)
max in group asynchronous          core_rst_n  out_tdata[19]$_DFFE_PN0P_       12.84                          2
max                                out_tready  out_tdata[29]$_DFFE_PN0P_       10.76                          8
min                        State[3]$_DFF_PN0_         State[7]$_DFF_PN0_        0.38                          0
max reg2reg                State[6]$_DFF_PN0_  out_tdata[29]$_DFFE_PN0P_       13.85                          7
min in group asynchronous          core_rst_n         State[7]$_DFF_PN0_        3.01                          1
min reg2reg                State[3]$_DFF_PN0_         State[7]$_DFF_PN0_        0.38                          0
[worst reg2reg max path, stage by stage, from the launching register on]
cell,delay [ns]
sky130_fd_sc_hd__dfrtp_1,0.47
sky130_fd_sc_hd__a2bb2oi_2,0.22
sky130_fd_sc_hd__a2111oi_2,0.76
sky130_fd_sc_hd__nor4_4,0.07
sky130_fd_sc_hd__buf_4,0.36
sky130_fd_sc_hd__nor2_4,0.24
sky130_fd_sc_hd__buf_4,0.61
sky130_fd_sc_hd__a22o_1,0.27
[metal layers]
layer / GRT usage / vias up / part of all wire
met2: 0.330 / 117 / 0.46
met4: 0.0173 / 0 / 0.0080
li1: - / 1373 / -
met1: 0.403 / 1461 / 0.45
met5: 0 / - / 0
met3: 0.0712 / 5 / 0.076
[power by group]
part           total (mW)  internal [mW]  switching (mW)
registers           0.398          0.340          0.0583
clock network       0.166         0.0851          0.0812
logic               0.407          0.270           0.137
[cells in the final DEF, fill, tap and decap left out, drive strengths merged, types with 2 or more instances in the layout]
master / count
buf: 5
nand2b: 2
o21bai: 2
and2: 3
and3: 2
clkdlybuf4s50: 158
dfrtp: 98
nor3: 4
nor4: 7
o21ai: 4
a21oi: 4
a22o: 83
nor2b: 2
bufinv: 2
a2111oi: 2
a32o: 2
clkbuf: 10
nand2: 6
o2bb2ai: 3
nor2: 8
nand3: 3
dfstp: 2
inv: 9
